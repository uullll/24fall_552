## flow/constraint.sdc

```tcl
current_design one_hot_64

set clk_period 1.4
set clk_io_pct 0.2

create_clock -name clk0 -period $clk_period

set non_clock_inputs [all_inputs -no_clocks]
set_input_delay [expr $clk_period * $clk_io_pct] -clock clk0 $non_clock_inputs
set_output_delay [expr $clk_period * $clk_io_pct] -clock clk0 [all_outputs]
```

## flow/design.v

```verilog
module one_hot_8 (
    input [2:0] offset,
    output [7:0] word_select
);
    wire [7:0]result;
    assign result =(offset == 3'b000) ? 8'b00000001 :
                   (offset == 3'b001) ? 8'b00000010 :
                   (offset == 3'b010) ? 8'b00000100 :
                   (offset == 3'b011) ? 8'b00001000 :
                   (offset == 3'b100) ? 8'b00010000 :
                   (offset == 3'b101) ? 8'b00100000 :
                   (offset == 3'b110) ? 8'b01000000 :
                   (offset == 3'b111) ? 8'b10000000 : 8'b0;
    assign word_select= result;
endmodule
module one_hot_64(
    input [5:0] offset,
    output [63:0] set_enable
);
    wire [63:0] shift_source = 64'd1;
    wire [63:0] stage1, stage2, stage3, stage4, stage5, stage6;
    assign stage1 = (offset[0] == 1) ? (shift_source << 1) : shift_source;
    assign stage2 = (offset[1] == 1) ? (stage1 << 2) : stage1;
    assign stage3 = (offset[2] == 1) ? (stage2 << 4) : stage2;
    assign stage4 = (offset[3] == 1) ? (stage3 << 8) : stage3;
    assign stage5 = (offset[4] == 1) ? (stage4 << 16) : stage4;
    assign stage6 = (offset[5] == 1) ? (stage5 << 32) : stage5;
    assign set_enable = stage6;
endmodule
```

## flow/config.mk

```make
export PLATFORM = sky130hd
export DESIGN_NAME = one_hot_64
export DESIGN_NICKNAME = one_hot_64
export VERILOG_FILES = /design/flow/design.v
export SDC_FILE = /design/flow/constraint.sdc
export NUM_CORES = 4
export LEC_CHECK = 1
export CORE_AREA = 10 10 71 71
export DIE_AREA = 0 0 81 81
```

## flow/run.sh

```bash
#!/bin/bash
# OpenROAD 26Q1-2900-gdf79404cd8, Yosys 0.63+post, stock flow scripts
make -C /OpenROAD-flow-scripts/flow DESIGN_CONFIG=/design/flow/config.mk WORK_HOME=/design/flow/orfs finish
```

==> metrics.cfg <==
[final_timing]
setup_viol = 26
period_used_share = 1.13
setup_repair_after_global_routing_missed_its_margin = true
finalMaxSlewViolations = 0
period_needed_ns = 1.59
max_clock_freq_mhz = 629
worst_slew_pin_slew_ns = 0.159
final.setup.worst_slack_ns = -0.189
slew_headroom = 0.893
hold_violations = 0

[setup_path]
setup.worst_path.class = input port to output port
crit_cells = 5
cp_data_required_time_ns = 1.12
largest_fanout_on_the_critical_path = 8
critPathSlowestCell = or4b_4
slowest_delay_ns = 0.56
cpLargestDelayFamily = simple AND/OR/NAND/NOR gates
worstPathCellList = buf_12 -> or4b_4 -> buf_6 -> nor2_1 -> buf_2
start_kind = input port
timing.critical_path.buf_inv = 3
kind_of_end_point_of_the_critical_path = output port
worst-endpoint-arrival_ns = 1.31

[global_route]
first_global_vias = 1156
grt_pass1_wl_um = 6300
grt_start_max_net_pins = 11
residual_overflow_from_global_routing = 0
number_of_antenna_violations_at_the_first_check_in_global_routing = 0
grt_usage = 0.118

[die]
initCoreUtil = 0.134
chipHeight_um = 81
die-area_um2 = 6560
fp-row-count = 22
floorplan.io_pins = 70
core_region_area_um2 = 3630
die.size.x_um = 81

[clock_tree]
cts_hold_buffers = 0

[pwr]
powerDensity_nw_per_um2 = 200
fin_total_pwr_mw = 0.368
vdd_ir_drop_max_mv = 0.128
leakage_power_total_nw = 0.862

[place]
detailed_place.area_um2 = 1320
place.gp.congestion = 0.779
placement_stage_worst_setup_slack_ns = -0.921
portBuffers = 70
hpwl_um = 2410

[status]
failing_checks = setup timing
status = finished with violations

[logic_synthesis]
syn-instance-count = 95
syn-cell-area_um2 = 488
avgSynthCellArea_um2 = 5.14
synth-warning-count = 0
synth.lib_cells_used.distinct = 13
seq_area_frac_synth = 0
synth.yosys.num_cells = 95
yosys_area_um2 = 488

[hold_path]
hold_path_class = input port to output port
hold_depth = 4

[drt]
drt_drc_violations_left = 0
vias = 1092
detailed_route_vias_per_instance = 4.32
detail-route-antenna-nets = 0
drt_iter0_drc = 11
antennaDiodeCount = 0
drtPass1Iterations = 3
routed_wl_per_cell_um = 15.6
drt-total-wl_um = 3940

[run]
maxCapViolCount = 0
warnings = 34

[layout]
area_taken_by_flip_flops_and_latches_um2 = 0
final.clkbuf_count = 0
seq_cells = 0
drive_gt1_frac = 0.790
final_std_cell_area_no_fill_um2 = 1840
area.growth.synth_to_final_pct = 278

[final cells by class]
class              instances  area, µm²
multi-input cells         85        717
well taps                 48       60.1
fillers                  340       1790
repair buffers           120       1070
[cells in the mapped netlist]
cell        n  share of area
nand2b_1    2          0.026
nand2_1     1         0.0077
nand4bb_1   6           0.14
clkbuf_1    6          0.046
nand4b_1    4          0.072
nor2_1     64           0.49
or4_4       1          0.023
buf_6       1          0.023
or4b_4      3          0.085
buf_2       4          0.041
or4b_1      1          0.021
or2_2       1          0.013
nand4_1     1          0.013
[kinds of logic after synthesis]
group / after synthesis / share of synthesized area
AND/OR/NAND/NOR: 84 / 0.890
buffers and inverters: 11 / 0.110
[cell usage in the layout (no fill, tap or decap)]
cell type,instances
nand2b_4,2
buf_16,2
nand4bb_4,6
buf_6,20
nand4_1,1
nor2_2,26
buf_2,48
or4b_4,4
dlygate4sd2_1,2
nor2_1,26
buf_4,19
buf_8,6
clkdlybuf4s15_1,9
clkbuf_2,5
nor2_4,12
or4_4,1
nand2_1,1
or2_4,2
buf_12,9
nand4b_1,4
[power breakdown]
part | total (mW) | internal, mW | leakage, nW | switching (mW)
clock | 0 | 0 | 0 | 0
sequential | 0 | 0 | 0 | 0
combinational | 0.368 | 0.216 | 0.862 | 0.152
total | 0.368 | 0.216 | 0.862 | 0.152
[repair_timing]
item                                    4_1_cts  5_1_grt
gates resized                               262       58
gates cloned                                  5        0
buffers inserted                             33        6
pin swaps                                    63       42
endpoints found under the setup margin       64       57
[worst paths after layout]
check | startpoint | end | slack, ns
setup / recovery | offset[3] | set_enable[21] | -0.19
hold / removal | offset[5] | set_enable[5] | 0.93
[stage by stage]
step | utilization | TNS [ns] | hold WS (ns) | instances
2_1_floorplan | - | 0 | 0.692 | 95
3_3_place_gp | 0.363 | -50.48 | 1.74 | 215
3_5_place_dp | 0.363 | -51.42 | 1.74 | 215
4_1_cts | 0.473 | -1.77 | 0.932 | 250
5_1_grt | 0.507 | -3.50 | 0.942 | 253
6_report | 0.507 | -2.22 | 0.925 | 253
[metal layers]
layer	global-route usage	part of all wire	vias to the layer above	wire length, µm
met5	0	0	-	0
met4	0.00692	0.011	0	42
met3	0.0256	0.063	4	250
met2	0.209	0.50	33	1990
met1	0.150	0.42	519	1660
li1	-	-	536	-
Power and IR drop assume default switching activity.

--- design/flow/design.v ---
module read_decoder_4_16(
  input [3:0] reg_id,
  output [15:0] wordline
);
  assign wordline[0]  = ~reg_id[3] & ~reg_id[2] & ~reg_id[1] & ~reg_id[0];
  assign wordline[1]  = ~reg_id[3] & ~reg_id[2] & ~reg_id[1] &  reg_id[0];
  assign wordline[2]  = ~reg_id[3] & ~reg_id[2] &  reg_id[1] & ~reg_id[0];
  assign wordline[3]  = ~reg_id[3] & ~reg_id[2] &  reg_id[1] &  reg_id[0];
  assign wordline[4]  = ~reg_id[3] &  reg_id[2] & ~reg_id[1] & ~reg_id[0];
  assign wordline[5]  = ~reg_id[3] &  reg_id[2] & ~reg_id[1] &  reg_id[0];
  assign wordline[6]  = ~reg_id[3] &  reg_id[2] &  reg_id[1] & ~reg_id[0];
  assign wordline[7]  = ~reg_id[3] &  reg_id[2] &  reg_id[1] &  reg_id[0];
  assign wordline[8]  =  reg_id[3] & ~reg_id[2] & ~reg_id[1] & ~reg_id[0];
  assign wordline[9]  =  reg_id[3] & ~reg_id[2] & ~reg_id[1] &  reg_id[0];
  assign wordline[10] =  reg_id[3] & ~reg_id[2] &  reg_id[1] & ~reg_id[0];
  assign wordline[11] =  reg_id[3] & ~reg_id[2] &  reg_id[1] &  reg_id[0];
  assign wordline[12] =  reg_id[3] &  reg_id[2] & ~reg_id[1] & ~reg_id[0];
  assign wordline[13] =  reg_id[3] &  reg_id[2] & ~reg_id[1] &  reg_id[0];
  assign wordline[14] =  reg_id[3] &  reg_id[2] &  reg_id[1] & ~reg_id[0];
  assign wordline[15] =  reg_id[3] &  reg_id[2] &  reg_id[1] &  reg_id[0];
endmodule 
module register(
  input clk,
  input rst,
  input [15:0] d,
  input write_reg,
  input rden1,
  input rden2,
  inout [15:0] bitline1,
  inout [15:0] bitline2
  );
    reg [15:0] data_out;
      always@(posedge clk)
	begin
		if(!rst)
			data_out<=16'b0;
		else if(write_reg)
			data_out<=d;
	end
	assign bitline1 = rden1 ? data_out : 16'bz;
        assign bitline2 = rden2 ? data_out : 16'bz;
endmodule
module register_file(
    input clk,
    input rst,
    input [3:0] src_reg1,
    input [3:0] src_reg2,
    input [3:0] dst_reg,
    input write_reg,
    input [15:0] dst_data,
    inout [15:0] src_data1,
    inout [15:0] src_data2
);
    wire [15:0] read_wordline1;
	wire [15:0] read_wordline2;
	wire [15:0] write_wordline;
    wire [15:0] bitline1_0,bitline1_1,bitline1_2,bitline1_3,bitline1_4,bitline1_5,bitline1_6,bitline1_7,bitline1_8,bitline1_9,bitline1_10,bitline1_11,bitline1_12,bitline1_13,bitline1_14,bitline1_15;
	wire [15:0] bitline2_0,bitline2_1,bitline2_2,bitline2_3,bitline2_4,bitline2_5,bitline2_6,bitline2_7,bitline2_8,bitline2_9,bitline2_10,bitline2_11,bitline2_12,bitline2_13,bitline2_14,bitline2_15;
    read_decoder_4_16 r1(.reg_id(src_reg1), .wordline(read_wordline1));
    read_decoder_4_16 r2(.reg_id(src_reg2), .wordline(read_wordline2));
    write_decoder_4_16 w1(.reg_id(dst_reg), .write_reg(write_reg), .wordline(write_wordline));
    register reg0(
        .clk(clk),
        .rst(rst),
        .d(dst_data),
        .write_reg(write_wordline[0]),
        .rden1(read_wordline1[0]),
        .rden2(read_wordline2[0]),
        .bitline1(bitline1_0),
        .bitline2(bitline2_0)
      );
    register reg1(
        .clk(clk),
        .rst(rst),
        .d(dst_data),
        .write_reg(write_wordline[1]),
        .rden1(read_wordline1[1]),
        .rden2(read_wordline2[1]),
        .bitline1(bitline1_1),
        .bitline2(bitline2_1)
      );
    register reg2(
        .clk(clk),
        .rst(rst),
        .d(dst_data),
        .write_reg(write_wordline[2]),
        .rden1(read_wordline1[2]),
        .rden2(read_wordline2[2]),
        .bitline1(bitline1_2),
        .bitline2(bitline2_2)
      );
    register reg3(
        .clk(clk),
        .rst(rst),
        .d(dst_data),
        .write_reg(write_wordline[3]),
        .rden1(read_wordline1[3]),
        .rden2(read_wordline2[3]),
        .bitline1(bitline1_3),
        .bitline2(bitline2_3)
      );
    register reg4(
        .clk(clk),
        .rst(rst),
        .d(dst_data),
        .write_reg(write_wordline[4]),
        .rden1(read_wordline1[4]),
        .rden2(read_wordline2[4]),
        .bitline1(bitline1_4),
        .bitline2(bitline2_4)
      );
    register reg5(
        .clk(clk),
        .rst(rst),
        .d(dst_data),
        .write_reg(write_wordline[5]),
        .rden1(read_wordline1[5]),
        .rden2(read_wordline2[5]),
        .bitline1(bitline1_5),
        .bitline2(bitline2_5)
      );
    register reg6(
        .clk(clk),
        .rst(rst),
        .d(dst_data),
        .write_reg(write_wordline[6]),
        .rden1(read_wordline1[6]),
        .rden2(read_wordline2[6]),
        .bitline1(bitline1_6),
        .bitline2(bitline2_6)
      );
    register reg7(
        .clk(clk),
        .rst(rst),
        .d(dst_data),
        .write_reg(write_wordline[7]),
        .rden1(read_wordline1[7]),
        .rden2(read_wordline2[7]),
        .bitline1(bitline1_7),
        .bitline2(bitline2_7)
      );
    register reg8(
        .clk(clk),
        .rst(rst),
        .d(dst_data),
        .write_reg(write_wordline[8]),
        .rden1(read_wordline1[8]),
        .rden2(read_wordline2[8]),
        .bitline1(bitline1_8),
        .bitline2(bitline2_8)
      );
    register reg9(
        .clk(clk),
        .rst(rst),
        .d(dst_data),
        .write_reg(write_wordline[9]),
        .rden1(read_wordline1[9]),
        .rden2(read_wordline2[9]),
        .bitline1(bitline1_9),
        .bitline2(bitline2_9)
      );
    register reg10(
        .clk(clk),
        .rst(rst),
        .d(dst_data),
        .write_reg(write_wordline[10]),
        .rden1(read_wordline1[10]),
        .rden2(read_wordline2[10]),
        .bitline1(bitline1_10),
        .bitline2(bitline2_10)
      );
    register reg11(
        .clk(clk),
        .rst(rst),
        .d(dst_data),
        .write_reg(write_wordline[11]),
        .rden1(read_wordline1[11]),
        .rden2(read_wordline2[11]),
        .bitline1(bitline1_11),
        .bitline2(bitline2_11)
      );
     register reg12(
        .clk(clk),
        .rst(rst),
        .d(dst_data),
        .write_reg(write_wordline[12]),
        .rden1(read_wordline1[12]),
        .rden2(read_wordline2[12]),
        .bitline1(bitline1_12),
        .bitline2(bitline2_12)
      );
    register reg13(
        .clk(clk),
        .rst(rst),
        .d(dst_data),
        .write_reg(write_wordline[13]),
        .rden1(read_wordline1[13]),
        .rden2(read_wordline2[13]),
        .bitline1(bitline1_13),
        .bitline2(bitline2_13)
      );
    register reg14(
        .clk(clk),
        .rst(rst),
        .d(dst_data),
        .write_reg(write_wordline[14]),
        .rden1(read_wordline1[14]),
        .rden2(read_wordline2[14]),
        .bitline1(bitline1_14),
        .bitline2(bitline2_14)
      );
    register reg15(
        .clk(clk),
        .rst(rst),
        .d(dst_data),
        .write_reg(write_wordline[15]),
        .rden1(read_wordline1[15]),
        .rden2(read_wordline2[15]),
        .bitline1(bitline1_15),
        .bitline2(bitline2_15)
      );
    assign src_data1 =  (write_reg && (dst_reg == src_reg1)) ? dst_data :
                        (read_wordline1[0]) ? 16'b0:
						(read_wordline1[1]) ? bitline1_1:
						(read_wordline1[2]) ? bitline1_2:
						(read_wordline1[3]) ? bitline1_3:
						(read_wordline1[4]) ? bitline1_4:
						(read_wordline1[5]) ? bitline1_5:
						(read_wordline1[6]) ? bitline1_6:
						(read_wordline1[7]) ? bitline1_7:
						(read_wordline1[8]) ? bitline1_8:
						(read_wordline1[9]) ? bitline1_9:
						(read_wordline1[10]) ? bitline1_10:
						(read_wordline1[11]) ? bitline1_11:
						(read_wordline1[12]) ? bitline1_12:
						(read_wordline1[13]) ? bitline1_13:
						(read_wordline1[14]) ? bitline1_14:
						(read_wordline1[15]) ? bitline1_15: 16'bz;
	assign src_data2 =  (write_reg && (dst_reg == src_reg2)) ? dst_data :
	                    (read_wordline2[0]) ? 16'b0:
						(read_wordline2[1]) ? bitline2_1:
						(read_wordline2[2]) ? bitline2_2:
						(read_wordline2[3]) ? bitline2_3:
						(read_wordline2[4]) ? bitline2_4:
						(read_wordline2[5]) ? bitline2_5:
						(read_wordline2[6]) ? bitline2_6:
						(read_wordline2[7]) ? bitline2_7:
						(read_wordline2[8]) ? bitline2_8:
						(read_wordline2[9]) ? bitline2_9:
						(read_wordline2[10]) ? bitline2_10:
						(read_wordline2[11]) ? bitline2_11:
						(read_wordline2[12]) ? bitline2_12:
						(read_wordline2[13]) ? bitline2_13:
						(read_wordline2[14]) ? bitline2_14:
						(read_wordline2[15]) ? bitline2_15: 16'bz;
endmodule
module write_decoder_4_16(
  input [3:0] reg_id,
  input write_reg,
  output [15:0] wordline
);
  wire [15:0] wordline_temp;
  assign wordline_temp[0]  = ~reg_id[3] & ~reg_id[2] & ~reg_id[1] & ~reg_id[0];
  assign wordline_temp[1]  = ~reg_id[3] & ~reg_id[2] & ~reg_id[1] &  reg_id[0];
  assign wordline_temp[2]  = ~reg_id[3] & ~reg_id[2] &  reg_id[1] & ~reg_id[0];
  assign wordline_temp[3]  = ~reg_id[3] & ~reg_id[2] &  reg_id[1] &  reg_id[0];
  assign wordline_temp[4]  = ~reg_id[3] &  reg_id[2] & ~reg_id[1] & ~reg_id[0];
  assign wordline_temp[5]  = ~reg_id[3] &  reg_id[2] & ~reg_id[1] &  reg_id[0];
  assign wordline_temp[6]  = ~reg_id[3] &  reg_id[2] &  reg_id[1] & ~reg_id[0];
  assign wordline_temp[7]  = ~reg_id[3] &  reg_id[2] &  reg_id[1] &  reg_id[0];
  assign wordline_temp[8]  =  reg_id[3] & ~reg_id[2] & ~reg_id[1] & ~reg_id[0];
  assign wordline_temp[9]  =  reg_id[3] & ~reg_id[2] & ~reg_id[1] &  reg_id[0];
  assign wordline_temp[10] =  reg_id[3] & ~reg_id[2] &  reg_id[1] & ~reg_id[0];
  assign wordline_temp[11] =  reg_id[3] & ~reg_id[2] &  reg_id[1] &  reg_id[0];
  assign wordline_temp[12] =  reg_id[3] &  reg_id[2] & ~reg_id[1] & ~reg_id[0];
  assign wordline_temp[13] =  reg_id[3] &  reg_id[2] & ~reg_id[1] &  reg_id[0];
  assign wordline_temp[14] =  reg_id[3] &  reg_id[2] &  reg_id[1] & ~reg_id[0];
  assign wordline_temp[15] =  reg_id[3] &  reg_id[2] &  reg_id[1] &  reg_id[0];
  assign wordline = write_reg ? wordline_temp : 16'b0;
endmodule
--- design/flow/run.sh ---
#!/bin/bash
# OpenROAD 26Q1-2900-gdf79404cd8, Yosys 0.63+post, stock flow scripts
make -C /OpenROAD-flow-scripts/flow DESIGN_CONFIG=/design/flow/config.mk WORK_HOME=/design/flow/orfs finish
--- design/flow/config.mk ---
export PLATFORM = sky130hd
export DESIGN_NAME = register_file
export DESIGN_NICKNAME = register_file
export VERILOG_FILES = /design/flow/design.v
export SDC_FILE = /design/flow/constraint.sdc
export NUM_CORES = 4
export LEC_CHECK = 1
export CORE_UTILIZATION = 40
--- design/flow/constraint.sdc ---
current_design register_file

set clk_period 11.7
set clk_io_pct 0.2

create_clock -name clk0 -period $clk_period [get_ports {clk}]

set non_clock_inputs [all_inputs -no_clocks]
set_input_delay [expr $clk_period * $clk_io_pct] -clock clk0 $non_clock_inputs
set_output_delay [expr $clk_period * $clk_io_pct] -clock clk0 [all_outputs]
==> notes.md <==
The full implementation flow was run.

According to the hold report, the worst path is of the reg -> reg type. Per the synth stats, the flop cell with the highest instance count is sky130_fd_sc_hd__dfxtp_1. The relative max-transition margin stands at between 30% and 40%. The number of clock sinks stands at approximately 240. Entering global routing, the biggest net connects around 100 pins. STA classifies the critical path endpoint as an output port. The data arrival at the endpoint of the critical path stands at about 5.8 ns. The minimum clock period after layout stands at 8.15 ns. The number of violations reported at the end of detailed-routing iteration 0 stands at approximately 1,600. Per the final report, max-transition violations number 0.

Among all stages on the critical path, the maximum delay recorded is 0.70 ns. TritonCTS built the clock tree. Per the timing report, the most critical flop-to-flop path finishes at reg4.data_out[3]$_SDFFE_PN0P_. The final weighted congestion recorded by global placement is about 1.0. The clock passes through at most 3 buffers.

Of the total synthesized cell area, the portion taken by AND-OR and OR-AND cells is about 34%. The total routing usage reported by global routing stands at a little over a third. The total of warnings raised by yosys stands at 5. The total via count after detailed routing stands at 16,300. Per the synthesis report, the XOR/XNOR share of the synthesized area is 0.455%. In this run the standard cell core region covers about 38,000 sq um.

For the completed layout, the total cell area is recorded as about 17,000 sq um. The number of hold buffers added after CTS stands at 0. The main area contributors are sky130_fd_sc_hd__dfxtp_1, sky130_fd_sc_hd__nand2_1, sky130_fd_sc_hd__a21boi_0, sky130_fd_sc_hd__a21oi_1, sky130_fd_sc_hd__clkbuf_1. The total overflow reported by the global router stands at 0. The vias per cell stands at about 6.3.

Setup repair after global routing left no endpoint under its margin. Total power normalized to cell area comes to 124 nW/um^2. The post-cts gate resize count stands at 0.

The area share of the largest cell type after synthesis stands at between 30 and 40%. The synthesis report gives the async set-or-reset register share as 0%. The portion of synthesized area spent on multiplexers is between 6 and 7%.

The horizontal die dimension stands at about 200 microns. The cell sitting at the root of the clock tree is a sky130_fd_sc_hd__clkbuf_16. The number of buffers created by CTS stands at 28. In the CTS report, the clock slew at the register clock pins of the worst setup and hold paths is listed as roughly 0.060 ns. The area fraction in full adders, half adders and majority gates stands at 0%.

The number of nets with antenna violations after detailed routing stands at 0. The final clock period utilization by the worst path stands at approximately 70%. The count of input and output buffers stands at 30. The netlist area before placement stands at between 15,000 and 20,000 sq um.

The leakage component of the power stands at between 0.005 and 0.006 uW. The flow ran to the end, and the final reports show no timing, DRC or antenna violations. The overall power of the completed layout stands at between 2000 and 2500 uW. Broken down by cell family, the worst path's largest delay share belongs to AND-OR/OR-AND gates. The post-route netlist has approximately 9.6% of its cells at a drive strength greater than 1.

The total of flip-flops plus latches after synthesis stands at around 240. The clock latency on the worst-skew pair stands at 0.56 ns. Yosys mapped a number of flops with a built-in enable equal to 0. The mean area per synthesized cell stands at between 7 and 8 sq um. After floorplanning, the die was sized to cover ~39,000 sq um. The number of setup buffers added after CTS stands at 0. The number of buffers and inverters on the critical path is 2. The post-route worst hold slack stands at 0.471 ns.

The post-detailed-placement cell area stands at between 15,000 and 20,000 sq um. The post-synthesis instance total stands at 2,143. The final wirelength stands at between 60,000 and 70,000 microns. The largest clock skew in the final design stands at 0 ns. Per the final timing report, the hold violations number 0. The worst hold path begins at reg4.data_out[9]$_SDFFE_PN0P_. Per the cell usage report, the commonest logic cell in the layout is sky130_fd_sc_hd__nand2_1.

The depth of the CTS H-tree stands at 1. The report gives the cell count of the worst hold path as 2. The per-cell routed wire length stands at 26.6 microns. In this run the register-to-register setup slack is around 11 ns. In the layout the commonest cells are sky130_fd_sc_hd__nand2_1, sky130_fd_sc_hd__dfxtp_1, sky130_fd_sc_hd__a21boi_0. The floorplan has ~70 rows. The first global-routing pass estimated 100,000 microns of wire. The initial antenna violation count stands at 1.

The number of maximum-capacitance violations stands at 0. The die boundary height stands at approximately 200 microns. Across the VDD grid, the largest voltage drop is ~0.12 mV.

The sequential fraction of the synthesis area stands at a little under a third. By area, the combinational part of the netlist is dominated by AND-OR/OR-AND gates. The setup violation total in the final timing report stands at 0. In this run the worst path has a maximum fanout of between 100 and 150. At the floorplan stage, the core utilization is reported as about two fifths. The transition time recorded at the tightest slew-check pin is 0.946 ns. The via count of the first global-routing pass is 15,000. The number of DRC violations after detailed routing stands at 0. The cell sequence reported for the critical path is buf_4 > buf_12 > nand2_2 > a21boi_2 > a2bb2oi_1 > a221oi_1 > o32ai_1 > a221o_1.

The data required time of the critical path stands at around 9.4 ns. The worst setup path is launched from an input pin. The depth of the most critical reg-to-reg path stands at 2. The number of distinct library cells after synthesis stands at 70. Per the synthesis report, the simple-gate share of the synthesized area is roughly 23%. The total cells reported by yosys after synthesis stands at approximately 2,100. Compared with the post-synthesis result, the final layout area differs by 9.61%. The number of top-level design ports stands at 63. In the final timing run, aggregate negative setup slack is 0 ns. The maximum frequency from static timing analysis stands at ~0.12 GHz. The number of standard cells in the final layout excluding fillers stands at approximately 2,600. The slowest stage of the critical path belongs to the cell sky130_fd_sc_hd__o32ai_1. In the hold report, the worst path ends at reg4.data_out[9]$_SDFFE_PN0P_.

STA lists the startpoint of the worst register-to-register path as reg4.data_out[3]$_SDFFE_PN0P_. The largest total area in the synthesized netlist belongs to sky130_fd_sc_hd__dfxtp_1. By startpoint and endpoint, the worst setup path is classified as in -> out. Warnings raised by the tools during the run amount to 31.

The first TritonRoute pass finished after 6 iterations. The half-perimeter wire length after placement stands at approximately 47,000 microns. The placed instance count stands at roughly 2,500. The synthesis area per yosys stands at roughly 15,000 sq um.
[synthesized netlist by cell type, types with 10 or more instances]
cell	count
sky130_fd_sc_hd__a21o_1	14
sky130_fd_sc_hd__clkbuf_1	141
sky130_fd_sc_hd__o22ai_1	53
sky130_fd_sc_hd__nor2_1	108
sky130_fd_sc_hd__nand3_1	19
sky130_fd_sc_hd__a22oi_1	41
sky130_fd_sc_hd__nand2_1	570
sky130_fd_sc_hd__nor2b_1	12
sky130_fd_sc_hd__o21ai_0	84
sky130_fd_sc_hd__or2_2	13
sky130_fd_sc_hd__a31oi_1	10
sky130_fd_sc_hd__mux2i_1	51
sky130_fd_sc_hd__dfxtp_1	240
sky130_fd_sc_hd__inv_1	12
sky130_fd_sc_hd__a21oi_1	145
sky130_fd_sc_hd__buf_2	51
sky130_fd_sc_hd__a21boi_0	178
sky130_fd_sc_hd__and2_1	19
sky130_fd_sc_hd__nand2b_1	20
sky130_fd_sc_hd__mux2_2	38
sky130_fd_sc_hd__o211ai_1	18
sky130_fd_sc_hd__o21a_1	12
sky130_fd_sc_hd__a221oi_1	18
sky130_fd_sc_hd__a21boi_1	62
sky130_fd_sc_hd__a211oi_1	25
sky130_fd_sc_hd__nor3_1	29
[worst max path at each step]
stage	start	to	depth (start not counted)
after CTS	src_reg1[0]	src_data1[4]	8
after global routing	src_reg1[0]	src_data1[4]	8
final	src_reg1[0]	src_data1[5]	8
[routing by layer]
metal / global-route usage, % / vias up / wire length (microns)
met5: 1.28 / - / 67
met4: 22.5 / 2 / 5080
met3: 11.7 / 218 / 8350
met2: 50.7 / 973 / 28500
met1: 47.7 / 7739 / 26900
li1: - / 7353 / -
[where the power goes]
part           switching, uW  internal [uW]  total [uW]  leakage, uW
sequential              10.5            828         838      0.00194
clock                    377            538         914     0.000479
combinational            229            104         333      0.00326
[through the flow]
stage / setup WS (ns) / utilization (%)
floorplan: 5.56 / -
global placement: 3.71 / 42.2
detailed placement: 3.69 / 42.2
CTS: 3.67 / 44.7
global route: 3.45 / 44.7
finish: 3.55 / 44.7
[cells by family after synthesis]
| group | Yosys count |
|---|---|
| xor gates and xnor gates | 8 |
| DFF | 240 |
| and+or+nand+nor | 827 |
| AOI/OAI and AO/OA | 754 |
| buffers and inverters | 225 |
| muxes | 89 |
[tightest hold or removal path: stages, from the launching register on]
cell and delay [ns]:
sky130_fd_sc_hd__dfxtp_1 0.32, sky130_fd_sc_hd__nand2_1 0.05, sky130_fd_sc_hd__a21boi_1 0.05
[layout make-up]
cell class / instances / area [sq um]
Sequential cell: 240 / 4800
Tap cell: 511 / 639
Multi-Input combinational cell: 1678 / 9650
Antenna cell: 2 / 5.00
Inverter: 16 / 60.1
Fill cell: 3656 / 20900
Clock inverter: 13 / 118
Timing Repair Buffer: 93 / 759
Clock buffer: 39 / 833
Power is estimated from default activity; no workload was simulated.
